`./design.v`:
```
module barrelshift_single #(
	parameter bit_shift = 3,  
	parameter n_word = 2**bit_shift  
	)(
	input [n_word-1:0] in,  
	input [bit_shift-1:0] sh,  
	output reg [n_word-1:0] out  
	);
	reg [2*n_word-1:0] out_temp;  
	always @(in, sh) begin
		out_temp = {in,in} << sh; 
		out = out_temp[2*n_word-1:n_word];  
	end
endmodule
```
`./run.sh`:
```
#!/bin/bash
# OpenROAD 26Q1-2900-gdf79404cd8, Yosys 0.63+post, stock flow scripts
make -C /OpenROAD-flow-scripts/flow DESIGN_CONFIG=/design/flow/config.mk WORK_HOME=/design/flow/orfs finish
```
`./config.mk`:
```
export PLATFORM = sky130hd
export DESIGN_NAME = barrelshift_single
export DESIGN_NICKNAME = barrelshift_single
export VERILOG_FILES = /design/flow/design.v
export SDC_FILE = /design/flow/constraint.sdc
export NUM_CORES = 4
export LEC_CHECK = 1
export CORE_AREA = 10 10 70 70
export DIE_AREA = 0 0 80 80
```
`./constraint.sdc`:
```
current_design barrelshift_single

set clk_period 2.5
set clk_io_pct 0.2

create_clock -name clk0 -period $clk_period

set non_clock_inputs [all_inputs -no_clocks]
set_input_delay [expr $clk_period * $clk_io_pct] -clock clk0 $non_clock_inputs
set_output_delay [expr $clk_period * $clk_io_pct] -clock clk0 [all_outputs]
```
==> flow_metrics.tcl <==
# metrics dict for downstream scripts
set metrics [dict create \
    yosys_warnings 1 \
    clockBufferCount 0 \
    die_w_um 80 \
    drtIter0Drc 1 \
    grt_overflow 0 \
    seq_area_um2 0 \
    warning_count 33 \
    drive_above_1_share_pct 59.5 \
    crit_path_end_kind "output pin" \
    synth_area_per_cell_um2 17.2 \
    fin_ws_ns 0.0372 \
    drtPass1Iterations 3 \
    final-max-slew-violation-count 0 \
    route.detailed.drc 0 \
    timing.final.crit_period_ns 2.46 \
    initial_core_util_pct 9.56 \
    arrival_ns 1.96 \
    rows 21 \
    synth_chip_area_um2 327 \
    ant_nets 0 \
    grt_antenna_before_repair 0 \
    required_ns 2.00 \
    maxCapViolations 0 \
    chip_area_um2 6400 \
    critPathMaxStageDelay_ns 0.51 \
    tightest_slew_ns 0.441 \
    synth-seq-area-share_pct 0 \
    holdCritStartpoint "sh[2]" \
    area.growth.synth_to_final_pct 78.9 \
    post-place-ws_ns -0.444 \
    wirelength_um 989 \
    die_h_um 80 \
    min_path_type "in -> out" \
    ir_drop_uv 66.7 \
    crit_fanout 4 \
    ys_cells 19 \
    final_cells 88 \
    comb_area_um2 297 \
    viasPerCell 3.28 \
    vias 289 \
    n_fill_cell 396 \
    ys_types 4 \
    worst_setup_path_start_kind "input port" \
    p_leak_nw 0.260 \
    hold_buffers 0 \
    hold_violations 0 \
    seq_cells 0 \
    min_path_cells 5 \
    place_inst 83 \
    rsz0062_at_grt "false" \
    crit_chain "dlygate4sd2_1 > mux4_2 > mux2_4 > clkdlybuf4s50_1" \
    crit_type "in -> out" \
    grt_pass1_vias 270 \
    outcome "complete, no violations" \
    power_density_nw_per_um2 189 \
    core_area_um2 3420 \
    place_congestion 0.748 \
    totalPowerFinal_w 0.000110 \
    grt_pass1_wl_mm 1.37 \
    cp_slowest_cell "mux4_2" \
    max_freq_mhz 406 \
    hold_end "out[7]" \
    max_slew_margin_pct 70.6 \
    grt_usage_pct 2.63 \
    port_buffers 19 \
    netlist_area_um2 327 \
    insertedDiodeCount 0 \
    mostFrequentLayoutCells "14 x dlygate4sd2_1, 8 x mux4_2, 7 x mux2_4" \
    layout.cells.most_common "dlygate4sd2_1" \
    synthCells 19 \
    grt_max_degree 9 \
    period_used_pct 98.5 \
    setup_viol 0 \
    wl_per_cell_um 11.2 \
    io_pins 19 \
]
timing repair:
action | 4_1_cts | 5_1_grt
resized | 32 | 6
buffers inserted | 3 | 2
setup endpoints to repair | 8 | 7
metrics by stage:
stage | utilization [%] | hold slack, ns | TNS, ns | cell area (µm²)
global placement | 16.5 | 2.30 | -3.27 | 563
floorplan | - | 1.32 | 0 | 327
detailed placement | 16.5 | 2.31 | -3.35 | 563
CTS | 16.3 | 1.79 | -0.0845 | 558
finish | 17.1 | 1.65 | 0 | 584
global route | 17.1 | 1.71 | 0 | 584
Yosys cell counts (all sizes together):
library cell,instances,share of area [%]
buf,3,8.0
mux4,8,64
mux2,8,28
metal layers:
layer / wire length, µm / up-vias / global-route usage (%) / share of wire, %
met5: 0 / - / 0 / 0
li1: - / 133 / - / -
met1: 570 / 135 / 4.81 / 58
met3: 167 / 0 / 1.48 / 17
met4: 0 / 0 / 0 / 0
met2: 251 / 21 / 2.33 / 25
kinds of logic after synthesis:
family	count (synthesis)	synth area share, %
multiplexers	16	92.0
buffers and inverters	3	8.04
final cells by class:
cell class,count,share of cell area [%]
Timing Repair Buffer,26,39.4
Tap cell,46,9.85
Multi-Input combinational cell,16,50.7
worst max path at each step:
stage / from / to
6_report: in[0] / out[6]
5_1_grt: in[0] / out[6]
4_1_cts: sh[2] / out[6]
critical path: cells and delay by family:
kind / cells / cell delay [ns]
buffers and inverters: 2 / 0.67
muxes: 2 / 0.79
power by group:
part | internal, W | leakage [nW] | switching (W)
Sequential | 0 | 0 | 0
Combinational | 0.0000776 | 0.260 | 0.0000327
Clock | 0 | 0 | 0
Power figures rest on the tool's default switching activity, not on a simulated workload.
